<file path="design/flow/run.sh">
#!/bin/bash
# OpenROAD 26Q1-2900-gdf79404cd8, Yosys 0.63+post, stock flow scripts
make -C /OpenROAD-flow-scripts/flow DESIGN_CONFIG=/design/flow/config.mk WORK_HOME=/design/flow/orfs finish
</file>
<file path="design/flow/config.mk">
export PLATFORM = sky130hd
export DESIGN_NAME = SevenSegDecWithEn
export DESIGN_NICKNAME = SevenSegDecWithEn
export VERILOG_FILES = /design/flow/design.v
export SDC_FILE = /design/flow/constraint.sdc
export NUM_CORES = 4
export LEC_CHECK = 1
export CORE_AREA = 10 10 70 70
export DIE_AREA = 0 0 80 80
</file>
<file path="design/flow/constraint.sdc">
current_design SevenSegDecWithEn

set clk_period 1.3
set clk_io_pct 0.2

create_clock -name clk0 -period $clk_period

set non_clock_inputs [all_inputs -no_clocks]
set_input_delay [expr $clk_period * $clk_io_pct] -clock clk0 $non_clock_inputs
set_output_delay [expr $clk_period * $clk_io_pct] -clock clk0 [all_outputs]
</file>
<file path="design/flow/design.v">
`timescale 1ns / 1ps
module SevenSegDecWithEn(
    input [1:0] en,
    input [3:0] num,
    output reg [6:0] segments,
    output reg [3:0] anode_active
);
    always @ (num,en) begin
        case( en )
            0: anode_active = 4'b1110;
            1: anode_active = 4'b1101;
            2: anode_active = 4'b1011;
            3: anode_active = 4'b0111;
            default: anode_active = 4'b1111;
        endcase
        case (num)
            0: segments = 7'b1000000;
            1: segments = 7'b1111001;
            2: segments = 7'b0100100;
            3: segments= 7'b0110000;
            4: segments =7'b0011001;
            5:segments = 7'b0010010;
            6:segments = 7'b0000010;
            7: segments = 7'b1111000;
            8: segments = 7'b0000000;
            9: segments = 7'b0011000;
            10: segments = 7'b0111111;
            11: segments = 7'b1111111;
            default: segments = 7'b1111111;  
        endcase
    end
endmodule
</file>
==> flow_metrics.py <==
# Auto-generated metrics
metrics = {
    "run_status": {
        "run_status": "finished with violations",
        "failed_checks": "negative setup slack",
    },
    "route": {
        "vias": 373,
        "wl_um": 1120,
        "initialDrtViolationCount": 6,
        "remaining_drc_errors": 0,
        "drt-pass1-iter-count": 2,
        "ant_nets": 0,
        "viasPerCell": 3.30,
        "diodes": 0,
        "wl_per_cell_um": 9.92,
    },
    "yosys": {
        "synthCells": 38,
        "yosysTopAreaCellShare_pct": 24.3,
        "postSynthAreaPerCell_um2": 6.78,
        "synth_cell_types": 15,
        "syn_area_um2": 258,
        "yosys_warnings": 1,
        "largest_area_cell": "ha_1",
        "ys_seq_share_pct": 0,
        "yosys-stat-cells": 38,
        "yosysChipArea_um2": 258,
        "top_cells_by_count": "5 x ha_1, 5 x nor2_1, 5 x o21ai_1",
        "top_cells_by_area": "ha_1 24%, o21ai_2 14%, o21ai_1 9.7%",
    },
    "worst_setup_path": {
        "cp_data_arrival_time_ns": 1.08,
        "end_kind": "output pin",
        "cpMaxStageDelayCell": "a21oi_2",
        "worst_setup_path_start_kind": "input port",
        "slowest_delay_ns": 0.16,
        "required_ns": 1.04,
        "cp_max_fo": 4,
        "timing.critical_path.mode_cell": "buf_6",
        "cp_cell_sequence": "buf_6 -> buf_6 -> buf_4 -> nand2b_4 -> a21oi_2 -> nor2_2 -> buf_2",
        "critical_path_buf_inv_count": 4,
        "crit_family": "buffers and inverters",
        "crit_type": "input port to output pin",
    },
    "timing": {
        "maxSlewViolCount": 0,
        "worst_slack_ns": -0.0403,
        "fin_crit_ns": 1.34,
        "finalClockPeriodUsage_pct": 103,
        "hold_viol_final": 0,
        "clock.fmax_mhz": 746,
        "worst_slew_pin_slew_ns": 0.163,
        "rsz0062_at_grt": "yes",
        "relSlewSlack_pct": 89.1,
        "finalSetupViolCount": 2,
    },
    "finish": {
        "syn2layout_area_growth_pct": 163,
        "drive_gt1_share_pct": 71.6,
        "flop-count": 0,
        "finalInstanceArea_um2": 678,
        "combGateArea_um2": 315,
        "fin_cells": 113,
        "regArea_um2": 0,
        "nClkBuffers": 0,
        "fillers": 368,
        "post-route-util_pct": 19.9,
    },
    "floorplanning": {
        "die_w_um": 80,
        "initCoreUtil_pct": 7.55,
        "rows": 21,
        "dieArea_um2": 6400,
        "core_area_um2": 3420,
        "die_y_um": 80,
        "io_pins": 17,
    },
    "grt": {
        "grt_pass1_vias": 375,
        "grt_usage_pct": 3.23,
        "grt_pass1_wl_um": 1790,
        "grt-ovfl-total": 0,
        "antenna_found_initial": 0,
        "grt_max_degree": 8,
    },
    "power": {
        "ir_drop_v": 0.0000422,
        "total_power_uw": 201,
        "powerDensity_nw_per_um2": 297,
        "p_leak_nw": 0.287,
    },
    "place": {
        "io_buffers": 17,
        "gp_congestion": 0.697,
        "dp_hpwl_um": 716,
        "place_inst": 105,
        "dpl_cell_area_um2": 527,
    },
    "worst_hold_path": {
        "hold_class": "input port to output pin",
    },
    "flow_run": {
        "warning_count": 38,
        "maxCapViolCount": 0,
    },
}
-- metrics by stage --
step,setup slack [ns],hold WS [ns],TNS (ns)
floorplan,0.279,0.535,0
global placement,-0.742,1.48,-6.07
detailed placement,-0.761,1.50,-6.24
CTS,-0.0560,0.956,-0.109
global route,-0.0904,0.928,-0.234
finish,-0.0403,0.892,-0.0550
-- power by group --
part	leakage [nW]	internal, mW	switching, mW
Clock	0	0	0
Sequential	0	0	0
Combinational	0.287	0.121	0.0797
-- routing by layer --
metal | global-route usage [%] | up-vias | part of all wire [%]
met3 | 0.341 | 0 | 4.1
met5 | 0 | - | 0
met1 | 4.28 | 173 | 46
met4 | 0 | 0 | 0
met2 | 5.78 | 9 | 50
li1 | - | 191 | -
-- layout make-up --
type,instances,area share (%)
inverter,3,1.66
multi-input combinational,33,46.5
tap,46,8.49
timing repair buffer,31,43.4
-- final timing paths --
kind | startpoint | end | slack (ns) | cells after the start
worst min-delay path | en[1] | anode_active[2] | 0.89 | 3
worst max-delay path | num[1] | segments[5] | -0.04 | 7
-- logic make-up (layout without fill, tap and decap cells) --
kind of cell,Yosys count,in the layout,share of synthesized area (%)
AND-OR/OR-AND,13,13,32.0
AND/OR/NAND/NOR,15,15,33.0
buffers and inverters,5,34,10.7
adder cells (fa/ha/maj),5,5,24.3
-- repair_timing --
item	CTS	global route
pin swaps	10	6
setup endpoints to repair	11	8
resized	61	14
buffers inserted	6	0
hold buffers	0	0
gates cloned	2	0
-- placed cells by master, fill, tap and decap left out, types with 2 or more instances in the layout --
cell,Yosys,final
a21oi_2,0,2
buf_2,1,5
buf_4,0,6
buf_6,1,8
clkbuf_2,0,3
clkdlybuf4s50_1,0,2
dlygate4sd2_1,0,3
ha_4,0,3
inv_2,0,2
nand2_1,3,2
nand2b_2,2,2
nand2b_4,0,2
nor2_1,5,3
nor2_2,0,2
o21ai_1,5,5
o21ai_2,4,5
No activity file was given, so power comes from the tool's default toggle rates.
