==> design/flow/design.v <==
`timescale 1ns / 1ps
module TwosComplemt_8(input wire [7:0] in,output reg [7:0] out );
always @(*) begin
    if (in[7])  
        out = ~in + 1'b1;  
    else
        out = in;  
end
endmodule
==> design/flow/run.sh <==
#!/bin/bash
# OpenROAD 26Q1-2900-gdf79404cd8, Yosys 0.63+post, stock flow scripts
make -C /OpenROAD-flow-scripts/flow DESIGN_CONFIG=/design/flow/config.mk WORK_HOME=/design/flow/orfs finish
==> design/flow/config.mk <==
export PLATFORM = sky130hd
export DESIGN_NAME = TwosComplemt_8
export DESIGN_NICKNAME = TwosComplemt_8
export VERILOG_FILES = /design/flow/design.v
export SDC_FILE = /design/flow/constraint.sdc
export NUM_CORES = 4
export LEC_CHECK = 1
export CORE_AREA = 10 10 70 70
export DIE_AREA = 0 0 80 80
==> design/flow/constraint.sdc <==
current_design TwosComplemt_8

set clk_period 1.9
set clk_io_pct 0.2

create_clock -name clk0 -period $clk_period

set non_clock_inputs [all_inputs -no_clocks]
set_input_delay [expr $clk_period * $clk_io_pct] -clock clk0 $non_clock_inputs
set_output_delay [expr $clk_period * $clk_io_pct] -clock clk0 [all_outputs]
==> impl_summary.log <==
[flow] final metrics
[metrics] run status: completed
[metrics] tightest slew margin relative to the limit: 74.5%
[metrics] sequential fraction of the synthesis area: 0%
[metrics] Post-Syn Instances: 21
[metrics] Final Max-Slew Violation Tally: 0
[metrics] cell count listed in synth_stat.txt: 21
[metrics] RSZ-0062 raised after global routing: no
[metrics] count of distinct cell types in the synthesized netlist: 12
[metrics] number of buffer cells added on primary ports: 16
[metrics] Chip Width: about 80 um
[metrics] Flop area: 0 um2
[metrics] core box area: ~0.0034 mm2
[metrics] crit path DRT: 1.52 ns
[metrics] Final Instance Area: 428 um2
[metrics] maxcap violations: 0
[metrics] average wire length per cell after detail routing: between 7 and 8 um
[metrics] flip-flops: 0
[metrics] Avg Vias per Cell: approximately 2.6
[metrics] count of tool warnings: 32
[metrics] endpoint type of the worst setup path: primary output
[metrics] Antenna Violating Nets Remaining: 0
[metrics] cell area reported after detailed placement: 387 um2
[metrics] Remaining Overflow, GRT: 0
[metrics] number of top-level design ports: 16
[metrics] clock period minus final worst setup slack: around 1.9 ns
[metrics] number of rows in the core area: 21
[metrics] leakage component of the power: around 0.18 nW
[metrics] Critical Path Source Type: primary input
[metrics] Die Y-Extent: around 80 um
[metrics] post-route clock period utilization: a little over nine tenths
[metrics] class of the most critical hold timing path: primary input to primary output
[metrics] fill cell count: ~400
[metrics] placed insts: about 86
[metrics] post-synthesis area per instance: ~7.0 um2
[metrics] chip area: between 0.006 and 0.007 mm2
[metrics] largest fanout on the critical path: 3
[metrics] Final Hold Viols: 0
[metrics] fraction of layout cells with a size suffix above 1: 56.8%
[metrics] core utilization before placement: about 4.3%
[metrics] via count of the first global-routing pass: roughly 250
[metrics] final setup violation count: 0
[metrics] Critical Path AT: around 1.5 ns
[metrics] commonest non-fill, non-tap cell in the layout: sky130_fd_sc_hd__buf_4
[metrics] wire length of the first global-routing pass: roughly 1200 um
[metrics] final design utilization: around 13%
[metrics] area growth from synthesis to layout: 192%
[metrics] Peak VDD IR: between 15 and 20 uV
[metrics] number of diodes: 0
[metrics] placer's final routability congestion estimate: 0.746
[metrics] worst-margin pin slew: between 0.3 and 0.4 ns
[metrics] routed via count: 236
[metrics] Synth Warn #: 1
[metrics] number of detailed-route iterations in the first pass: 1
[metrics] antenna violations before repair: 0
[metrics] Cells on Worst Hold Path: 4
[metrics] most common logic cells in the final layout: sky130_fd_sc_hd__buf_4 (8), sky130_fd_sc_hd__dlygate4sd2_1 (7), sky130_fd_sc_hd__xnor2_1 (5)
[metrics] # clk buffers: 0
[metrics] 1st-iter DRT viols: 0
[metrics] maximum operating frequency: 538 MHz
[metrics] pwr dens: 185 mW/mm2
[metrics] startpoint-to-endpoint class of the critical path: primary input to primary output
[metrics] area of the mapped netlist: between 100 and 150 um2
[metrics] DR DRC count: 0
[metrics] largest net degree at the start of global routing: 9
[metrics] tally of non-filler cells in the final layout: 90
[metrics] routed wire length: 717 um
[metrics] yosys stat area: 146 um2
[metrics] GRT Resource Usage Total: roughly 2.1%
## area by class of cell
cell class,count,area [um2],share of cell area (%)
repair buffers,24,181,42.4
multi-input cells,17,178,41.5
inverters,3,11.3,2.63
well taps,46,57.6,13.5
## routing by layer
metal | share of wire (%) | vias to the layer above | track usage [%]
met5 | 0 | - | 0
met4 | 0 | 0 | 0
met3 | 21 | 0 | 1.25
met2 | 39 | 12 | 3.21
met1 | 40 | 106 | 2.64
li1 | - | 118 | -
## cell families (layout without fill, tap and decap cells)
| group | count (synthesis) | count (layout) | synth area share [%] |
|---|---|---|---|
| compound gates | 4 | 4 | 18.8 |
| simple gates | 7 | 7 | 29.9 |
| xor+xnor | 5 | 5 | 29.9 |
| buf+inv | 4 | 27 | 12.8 |
| fa+ha+maj | 1 | 1 | 8.55 |
## stage by stage
stage	hold WS, ns	TNS [ns]	setup WS (ns)	power [mW]
after global placement	1.65	-3.06	-0.545	0.0805
after CTS	1.25	0	0.0222	0.0802
after floorplan	0.775	0	0.454	0.0204
after global routing	1.28	0	0.00161	0.0892
final	1.26	0	0.0420	0.0794
after detailed placement	1.63	-3.11	-0.551	0.0810
## path summary, 6_finish.rpt
check | startpoint | slack (ns) | end
min | in[4] | 1.26 | out[7]
max | in[2] | 0.04 | out[7]
## power by group
group          internal, mW  total [mW]  leakage [nW]  switching, mW
logic                0.0490      0.0794         0.175         0.0304
clock network             0           0             0              0
registers                 0           0             0              0
total                0.0490      0.0794         0.175         0.0304
## worst max-delay path: stages
cell	delay [ns]
sky130_fd_sc_hd__clkdlybuf4s15_1	0.18
sky130_fd_sc_hd__or3_4	0.40
sky130_fd_sc_hd__buf_4	0.14
sky130_fd_sc_hd__buf_4	0.12
sky130_fd_sc_hd__nor4_2	0.12
sky130_fd_sc_hd__buf_2	0.14
## synthesized netlist by cell type
| master | n | share of area, % |
|---|---|---|
| sky130_fd_sc_hd__xnor2_1 | 5 | 30 |
| sky130_fd_sc_hd__inv_1 | 3 | 7.7 |
| sky130_fd_sc_hd__nand2_1 | 2 | 5.1 |
| sky130_fd_sc_hd__nand2b_1 | 2 | 8.5 |
| sky130_fd_sc_hd__o21ai_0 | 2 | 6.8 |
| sky130_fd_sc_hd__buf_4 | 1 | 5.1 |
| sky130_fd_sc_hd__ha_1 | 1 | 8.5 |
| sky130_fd_sc_hd__nor4_1 | 1 | 4.3 |
| sky130_fd_sc_hd__o21ai_1 | 1 | 3.4 |
| sky130_fd_sc_hd__o31ai_2 | 1 | 8.5 |
| sky130_fd_sc_hd__or3_1 | 1 | 4.3 |
| sky130_fd_sc_hd__or3_4 | 1 | 7.7 |
## timing repair
item | 4_1_cts | 5_1_grt
setup buffers | 3 | 1
gates cloned | 0 | 0
pin swaps | 8 | 4
gates resized | 34 | 5
hold buffers | 0 | 0
setup endpoints to repair | 7 | 3
Power figures rest on the tool's default switching activity, not on a simulated workload.
